`flow/config.mk`:
```
export PLATFORM = sky130hd
export DESIGN_NAME = hex_decoder
export DESIGN_NICKNAME = hex_decoder
export VERILOG_FILES = /design/flow/design.v
export SDC_FILE = /design/flow/constraint.sdc
export NUM_CORES = 4
export LEC_CHECK = 1
export CORE_AREA = 10 10 70 70
export DIE_AREA = 0 0 80 80
```
`flow/constraint.sdc`:
```
current_design hex_decoder

set clk_period 2.0
set clk_io_pct 0.2

create_clock -name clk0 -period $clk_period

set non_clock_inputs [all_inputs -no_clocks]
set_input_delay [expr $clk_period * $clk_io_pct] -clock clk0 $non_clock_inputs
set_output_delay [expr $clk_period * $clk_io_pct] -clock clk0 [all_outputs]
```
`flow/design.v`:
```
module hex_decoder (
	input 			[3:0] 	hex_i	,
	output reg 		[6:0]		hex_o
	);
always@( * )
  begin
    case ( hex_i[3:0] )      
      4'd0  : hex_o = 7'b1000000;
      4'd1  : hex_o = 7'b1111001;
      4'd2  : hex_o = 7'b0100100;
      4'd3  : hex_o = 7'b0110000;
      4'd4  : hex_o = 7'b0011001;
      4'd5  : hex_o = 7'b0010010;
      4'd6  : hex_o = 7'b0000010;
      4'd7  : hex_o = 7'b1111000;
      4'd8  : hex_o = 7'b0000000;
      4'd9  : hex_o = 7'b0010000;
      4'd10 : hex_o = 7'b0001000;
      4'd11 : hex_o = 7'b0000011;
      4'd12 : hex_o = 7'b1000110;
      4'd13 : hex_o = 7'b0100001;
      4'd14 : hex_o = 7'b0000110;
      4'd15 : hex_o = 7'b0001110;
    endcase
	end
endmodule
```
`flow/run.sh`:
```
#!/bin/bash
# OpenROAD 26Q1-2900-gdf79404cd8, Yosys 0.63+post, stock flow scripts
make -C /OpenROAD-flow-scripts/flow DESIGN_CONFIG=/design/flow/config.mk WORK_HOME=/design/flow/orfs finish
```
==> run notes <==
Results of the flow run.

The highest achievable clock rate stands at roughly 0.52 GHz. The initial antenna violation count is 0. The worst slack at placement stands at -707.9 ps.

Looking at the critical path, the single cell with the biggest stage delay is mux4_2. The average wire per standard cell stands at 7.848 µm. The global-route usage over all layers stands at 2.382%. The overall routed net length stands at 777 µm. Once the floorplan was initialized, standard cells occupied 8.059% of the core. For reference, the post-synthesis area per instance comes to 8.602 µm².

The filler cells instantiated in the layout total 384. The post-synthesis sequential area ratio stands at 0%. The mapped netlist covers 275.3 µm².

The post-layout instance count excluding filler cells stands at approximately 99. The design has 0 sequential cells. The gate-level netlist out of Yosys references 15 unique cell types.

For reference, the critical path cell chain is buf_4 > buf_4 > ha_2 > mux4_2 > clkdlybuf4s15_1. The transition time of the tightest slew-check pin stands at about 150 ps. The report shows a maximum critical-path fanout of 5.

The final hold violation count stands at 0. Per the layout area report, the register area comes to 0 µm². The design draws 89.21 µW. The number of buffer cells added on primary ports stands at 11. The total number of vias stands at roughly 290. In the synthesized netlist, the number of instances is 32. The worst path setup slack after routing stands at 71.14 ps. Of the available clock period, the critical path in the final layout requires 96.44%. Per STA, the highest per-stage delay on the worst path measures 460 ps. The estimated wirelength of the detail-placed design stands at 620.5 µm. In this run the static leakage power is between 0.0002 and 0.0003 µW. The worst setup path is captured at an output pin. Relative to the synthesized area, the layout overhead comes to 90.45%. The number of core rows stands at 21. The OpenROAD report gives the critical path a data arrival time of 1530 ps. Setup repair after global routing left no endpoint under its margin. According to the I/O placement log, the pin count is 11.

In the routed layout, each cell is associated on average with a via count of 2.899. The min-delay analysis places its worst path in the category in2out. The largest net degree at the start of global routing stands at 7. Per the detail_route report, DRC violations left total 0. The maximum resistive drop on vdd stands at between 0.02 and 0.025 mV.

The power density over the cells stands at 170.2 nW/µm². Once placement completed, the tool counted placed cells totaling 97. The number of detailed-routing iterations run before antenna repair stands at 3. The tally of nets with antenna violations remaining after routing stands at 0. The clock period could shrink to 1929 ps. The count of maximum capacitance violations stands at 0. The slew check shows that the tightest pin keeps a relative margin of 89.93%.

The antenna diode count stands at 0. The global-route wire length before repair stands at 1324 µm. Per the OpenROAD floorplan log, the area of the die is ~6400 µm². The DRC marker count from the first detailed-route iteration stands at 4. The post-route utilization of the core is recorded as approximately 15%. After its last routability iteration, the placer logged a weighted congestion of 0.8048. The region available for standard cell placement spans 3416 µm². For reference, the most critical setup path is categorized as in2out. The tally of OpenROAD warnings stands at 39. The worst setup path is launched from a primary input. For this run, the chip area from Yosys synthesis comes to 275.3 µm².

Per the finish-stage timing summary, setup violations number 0. The number of max-slew violations in the final report stands at 0. The flow ran to the end, and the final reports show no timing, DRC or antenna violations. The required time of the critical path stands at ~1600 ps. The cell count in the Yosys report stands at 32. Measured along the y axis, the die boundary spans ~80 µm. The cell that appears most often on the critical path is buf_4. The horizontal die size stands at 80 µm.

Global routing finished with a remaining overflow of 0. Cells with a size suffix above 1 make up a little under half of the layout. The number of clock buffers in the layout stands at 0. The Yosys warning count stands at 1. The via count of the first global-routing pass is 287.
-- layout by cell type (no fill, tap or decap), drive strengths merged --
cell	Yosys	layout
buf	2	15
ha	7	7
dlygate4sd2	0	5
nor2	5	5
mux2i	4	4
inv	3	3
o21ai	2	2
a22o	2	2
clkdlybuf4s15	0	2
a21oi	1	1
nand2	1	1
mux4	1	1
and2b	1	1
a32o	1	1
or3b	1	1
mux2	1	1
dlymetal6s2s	0	1
-- critical path, delay by kind of cell --
kind       cells  cell delay (ps)
fa+ha+maj      1              200
buf+inv        3              470
mux            1              460
-- layer usage --
layer / track usage, % / part of all wire (%) / vias up
li1: - / - / 153
met1: 2.713 / 40 / 128
met2: 4.655 / 51 / 6
met3: 0.4545 / 8.6 / 0
met4: 0 / 0 / 0
met5: 0 / 0 / -
-- power by group --
group	internal, µW	switching, µW
registers	0	0
clock network	0	0
logic	54.5	34.7
total	54.5	34.7
-- worst paths after layout --
| check | from | cells after the start | slack [ps] | end |
|---|---|---|---|---|
| setup / recovery | hex_i[0] | 5 | 70 | hex_o[3] |
| hold / removal | hex_i[0] | 5 | 1330 | hex_o[4] |
-- per-stage QoR --
step	hold WS, ps	area (µm²)	TNS [ps]
after floorplan	900.1	275.3	0
after global placement	1894	501.7	-3587
after detailed placement	1876	501.7	-3612
after CTS	1384	515.5	-53.98
after global routing	1410	524.3	0
final	1332	524.3	0
-- cell families (layout without fill, tap and decap cells) --
group / after synthesis / in the layout / synth area share [%]
AND-OR/OR-AND: 6 / 6 / 15.45
adder cells (fa/ha/maj): 7 / 7 / 31.82
buffers and inverters: 5 / 26 / 9.998
multiplexers: 6 / 6 / 28.18
AND/OR/NAND/NOR: 8 / 8 / 14.55
-- cell type report --
type               count  area, µm²  share of cell area (%)
well taps             46      57.56                   10.98
multi-input cells     27      264.0                   50.36
inverters              3      13.76                   2.625
repair buffers        23      188.9                   36.04
-- cell usage after synthesis --
| cell | number | area (µm²) |
|---|---|---|
| nand2_1 | 1 | 3.750 |
| or3b_1 | 1 | 8.760 |
| mux2_2 | 1 | 11.26 |
| a21oi_1 | 1 | 5.000 |
| nor2_1 | 5 | 18.77 |
| mux2i_1 | 4 | 40.04 |
| a32o_1 | 1 | 10.01 |
| buf_2 | 1 | 5.000 |
| mux4_1 | 1 | 26.28 |
| a22o_1 | 2 | 17.52 |
| inv_1 | 3 | 11.26 |
| buf_6 | 1 | 11.26 |
| o21ai_0 | 2 | 10.01 |
| ha_1 | 7 | 87.58 |
| and2b_2 | 1 | 8.760 |
-- repair_timing --
action                     CTS  global route
pin swaps                    4             3
gates cloned                 1             0
hold buffers                 0             0
setup buffers                0             1
setup endpoints to repair    7             4
gates resized               31             4
No activity file was given, so power comes from the tool's default toggle rates.
