[flow/config.mk]
export PLATFORM = sky130hd
export DESIGN_NAME = dm
export DESIGN_NICKNAME = dm
export VERILOG_FILES = /design/flow/design.v
export SDC_FILE = /design/flow/constraint.sdc
export NUM_CORES = 4
export LEC_CHECK = 1
export CORE_UTILIZATION = 40
[flow/constraint.sdc]
current_design dm

set clk_period 53.6
set clk_io_pct 0.2

create_clock -name clk0 -period $clk_period [get_ports {clk_i}]

set non_clock_inputs [all_inputs -no_clocks]
set_input_delay [expr $clk_period * $clk_io_pct] -clock clk0 $non_clock_inputs
set_output_delay [expr $clk_period * $clk_io_pct] -clock clk0 [all_outputs]
[flow/design.v]
module dm (
	input 				 clk_i,  
	input 		[31:0] a_i  ,  
	input 		[31:0] wd_i ,  
	input 				 we_i ,
	output wire	[31:0] rd_o  
	);
reg [31:0] MEM [0:63]; 
assign rd_o = (24'h710000 == a_i[31:8]) ?  MEM[a_i[7:2]] : 32'd0;
always @ (posedge clk_i) 
	begin
		if (we_i)  
			begin
				MEM[a_i[7:2]] <= wd_i;
			end
	end
endmodule
[flow/run.sh]
#!/bin/bash
# OpenROAD 26Q1-2900-gdf79404cd8, Yosys 0.63+post, stock flow scripts
make -C /OpenROAD-flow-scripts/flow DESIGN_CONFIG=/design/flow/config.mk WORK_HOME=/design/flow/orfs finish
==> deck_impl_summary.md <==
Physical Implementation Snapshot

Clocking
  – Clock H-tree levels: 4
  – Clock-pin slew of the registers on the worst-case setup and hold paths: 0.06 ns
  – Number of gates resized after CTS: 0
  – Clock sink count: 2,048
  – Number of clock buffers inserted by TritonCTS: 198
  – Post-cts hold buffer count: 0
  – Count of buffers added by post-CTS timing repair for setup: 0
  – CTS tree: built
  – Root buffer selected by CTS: clkbuf_16
  – Clock Path Buffers: 3

Routing
  – Average detailed-routed wire length per instance: 30.9 um
  – Vias after detailed routing: 45.0k
  – Number of DRC violations after detailed-routing iteration 0: 3,051
  – Drt pass-1 iters: 22
  – Post-route DRC: 0
  – Post-route ant nets: 0
  – Detailed-route vias per instance: 5.94
  – Post-detailed-routing wire length: 234,000 um

Placement
  – Quantity of I/O buffers inserted on ports: 95
  – RePlAce Congestion: 0.922
  – Total instance count after detailed placement: 7,198
  – Placed wire-length estimate after detailed placement: 131,000 um

Global routing
  – Initial antenna violation count: 6
  – Overflow left after global routing: 0
  – Maximum number of pins on one net before global-route repair: 88
  – Total Routing Usage GR: 0.252
  – First-pass GRT wire length: 333,000 um
  – Vias in the first global route: 46.8k

Critical path
  – Crit path required time: 42.88 ns
  – Largest fanout on the critical path: 56
  – Type of element capturing the critical path: output pin
  – Crit Path Category: input pin to output pin
  – Arrival @ worst endpoint: 16.18 ns
  – Critical Path Source Type: input pin

Die
  – Die y size: 450 um
  – Floorplan die width: 450 um
  – Core Density at Floorplan: 0.402
  – Number of cell rows: 164
  – Core Region: 200,000 um2
  – Area of the die: 203,000 um2
  – Total I/O pin count: 98

Cells and area
  – Final core utilization: 0.457
  – Layout Cells excl Fill: 7,568
  – Filler cell count: 16.7k
  – Ratio of cells with drive above 1 in the final layout: 0.189
  – Area Overhead vs Synth: 13.6%
  – Flip-flop count of the largest register after layout: 2,048

Power
  – Leakage: 0.0281 uW
  – Sum of internal, switching and leakage power: 3300 uW
  – IR drop worst, VDD: 0.0342 mV
  – Power per unit of standard cell area: 36.1 nW/um2

Logic synthesis
  – Yosys chip area: 80,400 um2
  – Dominant register cell in the synthesized netlist: edfxtp_1
  – Gate count of the mapped netlist: 4,589
  – Number of distinct library cells after synthesis: 67
  – Ranking of synthesized cells by area: edfxtp_1 76%, a22oi_1 2.7%, mux4_2 2.5%
  – Post-synthesis average cell area: 17.5 um2
  – Warnings from Yosys: 1
  – Largest type area fraction: 0.765
  – Yosys Instances: 4,589
  – Post-synth ARST share: 0
  – Fraction of the yosys area taken by sequential cells: 0.765
  – Cell type with the largest total area: edfxtp_1
  – Post-synth tally of flip-flops with integrated enable: 2,048
  – Area of the mapped netlist: 80,400 um2
  – Flops out of synthesis: 2,048

Timing
  – Number of setup violations in the final report: 0
  – RSZ-0062 raised after global routing: no
  – Fin Setup TNS: 0 ns
  – Tmin final: 26.90 ns
  – Max-slew violations: 0
  – Slew Limit Headroom: 0.212
  – F_max: 37.2 MHz
  – Transition time at the pin with the least slew margin: 1.18 ns
  – Number of hold violations in the final report: 0
  – Post-route clock period utilization: 0.502

Hold path
  – Hold/Removal Path Class: input pin to flip-flop

Status
  – Outcome: finished, final reports clean

Flow run
  – Number of max-cap violations: 0
  – Total number of warnings across the stage logs: 28
## worst paths after layout
kind,start,to,slack [ns],cells past startpoint
worst max-delay path,a_i[2],rd_o[28],26.70,11
worst min-delay path,wd_i[18],MEM[56][18],10.17,1
## metrics by stage
step                      hold slack (ns)  worst slack (ns)  cell area [um2]
after CTS                           10.11             26.82            91300
after global placement              11.00             26.82            85100
after global routing                10.16             26.53            91300
after floorplan                     10.82             30.72            80400
final                               10.17             26.70            91400
after detailed placement            11.00             26.85            85100
## cells in the mapped netlist, types with 27 or more instances
cell type and instances:
nand3b_1 50, nor4_1 34, mux2_2 170, a41oi_1 32
mux2i_1 85, buf_2 129, o21ai_0 95, a21oi_1 63
nand2b_1 138, nand2_1 184, a221oi_1 207, and3b_1 28
nor3b_1 32, mux4_2 89, o22ai_1 142, buf_4 45
a22oi_1 284, or3b_2 34, clkbuf_1 158, nor2_1 104
edfxtp_1 2048, nand3_1 78, a221o_1 54, a22o_1 27
and3_1 33
## logic make-up (layout without fill, tap and decap cells)
logic type      count (synthesis)  count (layout)  synth area share
other cells                     0               6                 0
simple gates                  767             767            0.0533
mux                           349             349            0.0600
buf+inv                       369             686            0.0223
compound gates               1056            1056            0.0999
flops                        2048            2048             0.765
## critical path, stage by stage
cell and delay (ns):
buf_8 0.38, buf_4 0.56, buf_4 0.56, and2_4 0.33, buf_4 0.58, buf_4 0.64
a22oi_1 0.18, a2111oi_0 0.52, nor4_1 0.23, a41oi_1 0.72, clkdlybuf4s50_1 0.62
## power by group
part	switching [uW]	internal [uW]	leakage (uW)
clock	591	749	0.00302
combinational	132	55.3	0.00668
sequential	2.18	1770	0.0184
## cell usage in the layout, fill, tap and decap left out, types with 33 or more instances in the layout
cell type	synthesis	routed
buf_2	129	33
and3_1	33	33
a221oi_1	207	207
mux2i_1	85	85
buf_4	45	219
nor2_4	0	66
nand3b_1	50	50
mux2_2	170	170
nor2_1	104	37
a22oi_1	284	284
a221o_1	54	54
nand2_1	184	184
nand2b_1	138	138
mux4_2	89	89
edfxtp_1	2048	2048
clkbuf_16	0	200
o22ai_1	142	142
clkinv_1	0	53
or3b_2	34	35
clkdlybuf4s50_1	0	59
o21ai_0	95	95
clkbuf_1	158	50
a21oi_1	63	63
nand3_1	78	78
## routing by layer
| layer | vias up | track usage | routed length [um] |
|---|---|---|---|
| met3 | 416 | 0.184 | 38300 |
| met4 | 10 | 0.0890 | 10500 |
| li1 | 19305 | - | - |
| met1 | 22450 | 0.295 | 76000 |
| met2 | 2808 | 0.367 | 109000 |
| met5 | - | 0.0104 | 252 |
## area by class of cell
type | count | area [um2] | area share
Timing Repair Buffer | 319 | 2540 | 0.0279
Clock buffer | 250 | 5190 | 0.0568
Multi-Input combinational cell | 2172 | 17700 | 0.194
Clock inverter | 114 | 1010 | 0.0111
Tap cell | 2656 | 3320 | 0.0364
Antenna cell | 6 | 15.0 | 0.000164
Sequential cell | 2048 | 61500 | 0.673
Inverter | 3 | 23.8 | 0.000260
Power figures rest on the tool's default switching activity, not on a simulated workload.
